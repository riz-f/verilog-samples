==> ./design.v <==
module PWM
#( 
	parameter
	N = 8,
	DATA_WIDTH = $clog2(N),
	C_FULL = 8'b11111111,
	C_ZERO = 8'b00000000
)
(
    input clk,
    input [N-1:0] PWM_in,
    output PWM_out 
);
localparam DIVISOR = 2;
assign clk_reduced = (counter<DIVISOR/2)?1'b0:1'b1;
reg[31:0] counter;
always @(posedge clk)
begin
	counter <= counter + 1;
	if(counter>=(DIVISOR-1))
		counter <= 0;
end
reg [N-1:0] cnt;
reg cnt_dir;
wire [N-1:0] cnt_next;
wire cnt_end;
assign cnt_next = cnt_dir ? cnt - 1'b1 : cnt + 1'b1;
assign cnt_end = cnt_dir ? cnt == C_ZERO : cnt == C_FULL;
always @(posedge clk_reduced) cnt <= cnt_end ? PWM_in : cnt_next;
always @(posedge clk_reduced) cnt_dir <= cnt_dir ^ cnt_end;
assign PWM_out = cnt_dir;
endmodule
==> ./run.sh <==
#!/bin/bash
# OpenROAD 26Q1-2900-gdf79404cd8, Yosys 0.63+post, stock flow scripts
make -C /OpenROAD-flow-scripts/flow DESIGN_CONFIG=/design/flow/config.mk WORK_HOME=/design/flow/orfs finish
==> ./config.mk <==
export PLATFORM = sky130hd
export DESIGN_NAME = PWM
export DESIGN_NICKNAME = PWM
export VERILOG_FILES = /design/flow/design.v
export SDC_FILE = /design/flow/constraint.sdc
export NUM_CORES = 4
export LEC_CHECK = 1
export CORE_UTILIZATION = 30
==> ./constraint.sdc <==
current_design PWM

set clk_period 1.7
set clk_io_pct 0.2

create_clock -name clk0 -period $clk_period [get_ports {clk}]

set non_clock_inputs [all_inputs -no_clocks]
set_input_delay [expr $clk_period * $clk_io_pct] -clock clk0 $non_clock_inputs
set_output_delay [expr $clk_period * $clk_io_pct] -clock clk0 [all_outputs]
==> ci_impl_report.md <==
### Yosys + OpenROAD results

| Metric | Value |
|---|---|
| Synth Instances | 132 |
| Synth unique cells | 36 |
| Worst setup path end | counter[2]$_SDFF_PP0_ |
| DR iter-0 viols | 33 |
| Post-DP HPWL | 1.55 mm |
| Avg WL per Cell | 8.30 µm |
| Comb gate area | 743 µm² |
| Fin crit period | 1.53 ns |
| Crit. End Element | flip-flop |
| Finished Cell Area | 1870 µm² |
| Aggregate global-route resource usage | 8.95% |
| Filler cells | 475 |
| Crit path max fanout | 4 |
| Max-cap viol count | 0 |
| Die height | 72.3 µm |
| Pre-Place Util | 31.2% |
| Register pins left without a clock | 9 |
| Die area | 5230 µm² |
| IO Port Bufs | 9 |
| Final hold vios | 0 |
| Clk slew on worst S/H paths | 0.06 ns |
| Crit path from | counter[1]$_SDFF_PP0_ |
| PwrDens | 739 nW/µm² |
| Total grt overflow | 0 |
| Lkg Pwr | 0.811 nW |
| HP Class | reg2reg |
| Main flop type | dfxtp_1 |
| Sequential area share after synthesis | 55.3% |
| Yosys chip area | 1480 µm² |
| Final period utilization | 90.3% |
| DRT Pass-1 Iters | 6 |
| Maximum clock rate | 0.652 GHz |
| Synthesized area | 1480 µm² |
| WHS | 0.526 ns |
| Post-Place Setup Slack | -0.00236 ns |
| CTS tree | built |
| OpenROAD warning count | 27 |
| Cts hold-fix bufs | 0 |
| Most instantiated logic cell after routing | dfxtp_1 |
| Crit path required time | 1.89 ns |
| Root Driver | clkbuf_8 |
| Hold path startpoint | counter[0]$_SDFF_PP0_ |
| RSZ-0062 raised after global routing | no |
| Vias | 952 |
| Largest net degree at the start of global routing | 14 |
| Cell Area, Placed | 1770 µm² |
| Setup CP Type | reg2reg |
| Startpoint type of the worst setup path | flip-flop |
| Remaining DRCs | 0 |
| I/O pin total | 10 |
| Fraction of final layout cells sized beyond drive strength 1 | 11.2% |
| RD Place Congestion | 0.815 |
| Pins Over Slew Limit | 0 |
| Clock buffer depth | 2 |
| CORE AREA | 4750 µm² |
| Post-route ant nets | 0 |
| Run status | complete, no violations |
| Initial antenna violation count | 0 |
| Non-filler cells, final | 245 |
| CTS H-tree depth | 2 |
| R2R depth | 6 |
| Final Skew | 0.00261 ns |
| Post-CTS setup repair buffer count | 0 |
| Critical R2R Launch | counter[1]$_SDFF_PP0_ |
| Post-synth EDFFs | 0 |
| Setup Viol. Count Final | 0 |
| Num CTS Buffers | 5 |
| Vias in the first global route | 886 |
| Max IR drop VDD | 0.648 mV |
| Routed wire length | 2.03 mm |
| FF/Latch Area | 821 µm² |
| Vias per cell | 3.89 |
| Latency at later pin | 0.27 ns |
| Post-Place Cells | 237 |
| RR Endpoint | counter[2]$_SDFF_PP0_ |
| Endpoints left unconstrained | 10 |
| FF-to-FF setup slack | 0.17 ns |
| Synth warn | 2 |
| Synth-to-Final Area Change | 26.2% |
| Most instantiated logic cells after routing | dfxtp_1 (41), conb_1 (29), ha_1 (9), clkdlybuf4s50_1 (9) |
| Post-synth regs | 41 |
| Synth Area per Inst | 11.2 µm² |
| Post-synth ARST share | 0% |
| Antenna Cells | 0 |
| DIE WIDTH | 72.3 µm |
| WHS Path Cells | 2 |
| Placement row count | 25 |
| First-pass GRT wire length | 3.67 mm |
| Critical Path AT | 1.73 ns |
| Final core utilization | 39.4% |
| Setup WS post-layout | 0.165 ns |
| Yosys Instances | 132 |
[state kept, by name, indices dropped and copies added (netlist names)]
| name | count |
|---|---|
| cnt | 8 |
| cnt_dir | 1 |
| counter | 32 |
[kinds of logic (layout without fill, tap and decap cells)]
kind of cell    count (synthesis)  count (layout)  synth area share (%)
compound gates                 20              20                  8.77
xor+xnor                        5               5                  2.95
fa+ha+maj                      10              10                  8.94
buf+inv                         9              27                  2.78
flops                          41              41                  55.3
mux                             7               7                  6.41
other cells                     1              29                 0.253
simple gates                   39              39                  14.6
[worst min-delay path by stage]
stage / end / slack, ns
6_report: counter[0]$_SDFF_PP0_ / 0.53
5_1_grt: counter[0]$_SDFF_PP0_ / 0.57
4_1_cts: counter[0]$_SDFF_PP0_ / 0.53
[power by group]
part	switching [W]	total [W]	internal (W)
clock network	0.000225	0.000554	0.000329
logic	0.0000121	0.0000324	0.0000203
registers	0.00000944	0.000797	0.000787
[stage by stage]
step                      power, W  TNS (ns)
after detailed placement  0.000845  -0.00412
final                      0.00138         0
after floorplan           0.000821         0
after CTS                  0.00141         0
after global routing       0.00146         0
after global placement    0.000844         0
[final cells by class]
cell class	instances	share of cell area (%)
tap	67	4.48
inverter	8	1.60
clock buffer	8	4.81
timing repair buffer	11	5.61
multi-input combinational	110	39.7
sequential	41	43.8
[layer usage]
metal / GRT usage [%] / vias to the layer above / wire length (µm)
met5: 0 / - / 0
met4: 1.53 / 0 / 23
met3: 2.54 / 4 / 92
met2: 13.6 / 13 / 918
met1: 13.3 / 411 / 999
li1: - / 524 / -
[worst max-delay path, cell delays in order, from the launching register on]
cell,delay (ns)
dfxtp_1,0.31
inv_1,0.07
ha_1,0.13
nor4b_2,0.18
nand4_1,0.12
or4_4,0.47
nor3_1,0.19
[synthesized netlist by cell type, drive strengths merged, types with 2 or more instances]
library cell / count / area, µm²
nor4: 6 / 37.5
o211ai: 3 / 22.5
or4: 2 / 18.8
ha: 9 / 113
nor3: 3 / 15.0
xnor2: 4 / 35.0
dfxtp: 41 / 821
a21o: 2 / 15.0
nand4: 3 / 18.8
inv: 8 / 30.0
nor2: 8 / 30.0
mux2i: 2 / 20.0
mux2: 5 / 75.1
nand2: 7 / 26.3
nand2b: 2 / 12.5
a21oi: 6 / 30.0
o21ai: 3 / 15.0
[what timing repair did]
action | 4_1_cts | 5_1_grt
setup endpoints to repair | 3 | 3
pin swaps | 0 | 1
resized | 1 | 2
Power is estimated from default activity; no workload was simulated.
