File: ./config.mk
export PLATFORM = sky130hd
export DESIGN_NAME = I2C_MASTER
export DESIGN_NICKNAME = I2C_MASTER
export VERILOG_FILES = /design/flow/design.v
export SDC_FILE = /design/flow/constraint.sdc
export NUM_CORES = 4
export LEC_CHECK = 1
export CORE_AREA = 10 10 85 85
export DIE_AREA = 0 0 95 95
File: ./constraint.sdc
current_design I2C_MASTER

set clk_period 3.2
set clk_io_pct 0.2

create_clock -name clk0 -period $clk_period [get_ports {clk}]

set non_clock_inputs [all_inputs -no_clocks]
set_input_delay [expr $clk_period * $clk_io_pct] -clock clk0 $non_clock_inputs
set_output_delay [expr $clk_period * $clk_io_pct] -clock clk0 [all_outputs]
File: ./design.v
module I2C_MASTER
#( 
	parameter
	N = 8,
	DATA_WIDTH = $clog2(N)
)
(
	input wire clk, 
	input wire [N-1:0] in_data, 
	output reg scl, sda
);
localparam 	s_ready = 0, 
			s_start = 1,
			s_scl_low_front = 2,
			s_send = 3,
			s_scl_low_back  = 4,
			s_down = 5,
			s_scl_up = 6,
			s_stop = 7,
			STATES_AMOUNT = 8,
			TIME_WIDTH = 3,
			T_DEALY_ON_READY = 2,
			T_DEALY_ON_SEND = 1,
			MESSAGE_SIZE = N + 1;
reg[$clog2(STATES_AMOUNT)-1:0] state_reg, state_next;  
reg[TIME_WIDTH-1:0] time_count; 
reg[N-1:0] shift_data;
reg[DATA_WIDTH:0] bits_to_transfer;
reg[1:0] recive_acquire;
always @(posedge clk) 
begin 
	state_reg <= state_next;
	if (state_reg != state_next)
	begin
		time_count <= 0;
		case (state_next)
			s_scl_low_front : 
			begin
				if (bits_to_transfer == 0) 
					recive_acquire <= 1;
				else
				if (bits_to_transfer == N)
					shift_data <= in_data;
				else
					shift_data <= shift_data << 1;	
			end
			s_scl_low_back : 
			begin
				if ( bits_to_transfer != 0) 
					bits_to_transfer <= bits_to_transfer - 1;
			end
		endcase
	end
	else
	begin	
			time_count <= time_count + 1;
			if (state_reg == s_ready) 
			begin
				bits_to_transfer <= N;
				recive_acquire <= 0;
			end
	end
end 
always @* 
begin
	state_next = state_reg;	
	case (state_reg)
		s_ready : 
		begin
			sda = 1'b1;
			scl = 1'b1;
			if ( time_count >= T_DEALY_ON_READY ) 
			begin  
				state_next = s_start; 
			end
		end
		s_start : 
		begin
			sda = 1'b0;
			scl = 1'b1;			
			state_next = s_down; 
		end
		s_down :
		begin
			sda = 1'b0;
			scl = 1'b0;			
			if (bits_to_transfer == N)
				state_next = s_scl_low_front; 
			else
				state_next = s_scl_up; 
		end
		s_scl_low_front : 
		begin
			if (recive_acquire == 1)	
				sda =  1'bz;  
			else
				sda = shift_data[N-1];
			scl = 1'b0;
			state_next = s_send; 
		end
		s_send : 
		begin	
			if (recive_acquire == 1)	
				sda =  1'bz;  
			else
				sda = shift_data[N-1];
			scl = 1'b1;
			if ( time_count >= T_DEALY_ON_SEND ) 
			begin  
				state_next = s_scl_low_back; 
			end		
		end
		s_scl_low_back : 
		begin
			state_next = s_scl_low_front; 
			if (recive_acquire == 1)	
			begin
				sda =  1'bz; 
				state_next = s_down; 
			end
			else
				sda = shift_data[N-1];	
			scl = 1'b0;
		end
		s_scl_up : 
		begin
			sda = 1'b0;
			scl = 1'b1;
			state_next = s_ready; 
		end
	endcase
end 
endmodule 
File: ./run.sh
#!/bin/bash
# OpenROAD 26Q1-2900-gdf79404cd8, Yosys 0.63+post, stock flow scripts
make -C /OpenROAD-flow-scripts/flow DESIGN_CONFIG=/design/flow/config.mk WORK_HOME=/design/flow/orfs finish
==> impl_metrics.yaml <==
# physical design summary
run_status:
  status: "completed"
yosys:
  yosysTopAreaCellShare: 0.327
  async_flop_share: 0
  ys_sh_aoi: 0.137
  yosys_warnings: 4
  synth.avg_cell_area_um2: 11.4
  top_cells_by_area: "edfxtp_1 33%, dfxtp_1 13%, mux2_2 7.1%"
  yosys.area_share.adder: 0.0567
  syn_inst: 97
  largest_area_cell: "edfxtp_1"
  edf_count: 12
  numSynthFlops: 21
  ys_area_um2: 1100
  ys_cells: 97
  simple_gate_share: 0.173
  synthFlopType: "edfxtp_1"
  synth_area_um2: 1100
  topCombFamilyByArea: "simple AND/OR/NAND/NOR gates"
  ys_types: 38
  synth-xor-area-share: 0.0238
  mux_share: 0.0714
finish:
  fin_util: 0.238
  fill_cells: 592
  final_area_um2: 1300
  top_register: "shift_data"
  areaGrowthSynthToFinish_pct: 17.8
  drive_gt1_frac: 0.234
  reg_top3: "shift_data x8, bits_to_transfer x4"
  largest_reg_flops: 8
job:
  maxCapViolations: 0
  tool_warnings: 28
route:
  firstDrtPassIters: 4
  drtAntennaViolNets: 0
  antenna_cells: 0
  wl_per_cell_um: 10.0
  avgViaCountPerCell: 3.96
  vias: 708
  wirelength_um: 1790
  route.detailed.drc: 0
  initialDrtViolationCount: 68
die:
  die_y_um: 95
  fp_util: 0.202
  io_pins: 11
  die_area_um2: 9030
  rows: 27
  core_um2: 5470
  fp.dieW_um: 95
critical_path:
  cp-start-kind: "register"
  cp_max_fo: 11
  required_ns: 3.09
  path_class: "reg -> reg"
  worstSetupEndpointType: "register"
  arrival_ns: 2.23
  reg2reg_from: "bits_to_transfer[0]$_SDFFCE_PN0P_"
  crit_path_start: "bits_to_transfer[0]$_SDFFCE_PN0P_"
sta:
  rsz0062_at_grt: "false"
  tns_ns: 0
  hold_viol: 0
  holdWs_ns: 0.500
  finalMaxSlewViolations: 0
  unclocked_regs: 2
  untimed_endpoints: 4
  skew_ns: 0.00443
  period_minus_slack_ns: 2.34
  period_used_share: 0.733
  slew_headroom: 0.477
  max_freq_ghz: 0.427
  worst_slew_pin_slew_ns: 0.785
  setup_viol: 0
placement:
  dpl-instance-area_um2: 1250
  port_buffers: 10
  place.detailed.hpwl_um: 1350
  gp_congestion: 0.799
cts:
  insertion_delay_ns: 0.25
  post-cts-setup-buffers: 0
  cts_tree: "built"
  clkTransAtPathRegs_ns: 0.07
  cts.hold.buffers_added: 0
  cts.repair.resized: 0
  cts_max_level: 1
  numCtsBuffers: 3
  clockBufferDepth: 2
  cts_root_buffer: "clkbuf_8"
power_and_ir_drop:
  power.density_nw_per_um2: 339
  p_leak_nw: 0.440
  peakVddDrop_mv: 0.190
  power_mw: 0.441
global_routing:
  grtUsageTotal: 0.0426
  grt_pass1_vias: 729
  grt_pass1_wl_um: 3150
  antenna_found_initial: 0
  grt_max_degree: 13
  grt.overflow.total: 0
hold_path:
  hold_class: "reg -> reg"
  hold_start: "recive_acquire[1]$_DFF_P_"
## worst max-delay path: stages, from the launching register on
cell and delay, ns:
edfxtp_1 0.41, inv_1 0.10, ha_1 0.16, nand3b_1 0.37
nand2_1 0.19, nand3b_1 0.11, a21oi_1 0.65
## layer usage
metal  wire length (µm)  share of wire  GRT usage
met5                  0              0          0
met4                  9         0.0050    0.00499
met2                735           0.41     0.0669
met1                902           0.50     0.0549
met3                146          0.081     0.0192
## cell usage in the layout, fill, tap and decap left out, types with 3 or more instances in the layout
cell             count
edfxtp_1            12
clkdlybuf4s50_1     10
nor2_1               8
nand2_1              8
mux2_2               7
dfxtp_1              7
inv_1                6
ha_1                 5
o21ai_0              3
nor2_2               3
xnor2_1              3
clkbuf_8             3
## per-stage QoR
stage | instances | worst slack [ns]
floorplan | 97 | 1.19
global placement | 175 | 0.771
detailed placement | 175 | 0.777
CTS | 179 | 0.780
global route | 179 | 0.574
finish | 179 | 0.855
## where the power goes
| group | switching [mW] | total, mW | internal, mW |
|---|---|---|---|
| clock network | 0.0807 | 0.167 | 0.0865 |
| registers | 0 | 0.259 | 0.259 |
| logic | 0.00281 | 0.0146 | 0.0118 |
## cells by family (layout without fill, tap and decap cells)
logic type,count (synthesis),count (layout)
latches,2,2
flip-flops,19,19
XOR/XNOR,3,3
AND-OR/OR-AND,18,18
AND/OR/NAND/NOR,33,33
buffers and inverters,10,20
adder cells (fa/ha/maj),5,5
multiplexers,7,7
## area by class of cell
type                            count  area (µm²)  area share
Clock buffer                        3        41.3      0.0318
Clock inverter                      1        5.00     0.00385
Inverter                            6        22.5      0.0173
Multi-Input combinational cell     66         510       0.393
Sequential cell                    21         531       0.408
Tap cell                           72        90.1      0.0693
Timing Repair Buffer               10         100      0.0770
## cells in the mapped netlist, drive strengths merged, types with 3 or more instances
| cell | number |
|---|---|
| nor2 | 11 |
| buf | 3 |
| edfxtp | 12 |
| mux2 | 7 |
| o211ai | 3 |
| dfxtp | 7 |
| ha | 5 |
| o21ai | 5 |
| xnor2 | 3 |
| nand2 | 8 |
| inv | 6 |
## path summary, 6_finish.rpt
check / end / slack [ns] / depth (start not counted)
min: recive_acquire[1]$_DFF_P_ / 0.50 / 2
max reg2reg: shift_data[7]$_DFFE_PP_ / 0.86 / 6
max: shift_data[7]$_DFFE_PP_ / 0.86 / 6
min reg2reg: recive_acquire[1]$_DFF_P_ / 0.50 / 2
No activity file was given, so power comes from the tool's default toggle rates.
