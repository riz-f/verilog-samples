## design/flow/design.v

```verilog
module debounce
#(
	parameter bounce_limit = 600000
)
(
	input clk,
	input switch_in,
	output reg switch_out,
	output reg switch_rise,
	output reg switch_fall
);
reg [$clog2(bounce_limit):0] bounce_count = 0;
reg [1:0] switch_shift = 0;
always @(posedge clk)
	switch_shift <= {switch_shift,switch_in};
always @(posedge clk)
begin
	if (bounce_count == 0)
	begin
		switch_rise <= switch_shift == 2'b01;
		switch_fall <= switch_shift == 2'b10;
		switch_out <= switch_shift[0];
		if (switch_shift[1] != switch_shift[0])
			bounce_count <= bounce_limit;
	end
	else
	begin
		switch_rise <= 0;
		switch_fall <= 0;
		bounce_count <= bounce_count-1;
	end
end
endmodule
```

## design/flow/run.sh

```bash
#!/bin/bash
# OpenROAD 26Q1-2900-gdf79404cd8, Yosys 0.63+post, stock flow scripts
make -C /OpenROAD-flow-scripts/flow DESIGN_CONFIG=/design/flow/config.mk WORK_HOME=/design/flow/orfs finish
```

## design/flow/config.mk

```make
export PLATFORM = sky130hd
export DESIGN_NAME = debounce
export DESIGN_NICKNAME = debounce
export VERILOG_FILES = /design/flow/design.v
export SDC_FILE = /design/flow/constraint.sdc
export NUM_CORES = 4
export LEC_CHECK = 1
export CORE_AREA = 10 10 101 101
export DIE_AREA = 0 0 111 111
```

## design/flow/constraint.sdc

```tcl
current_design debounce

set clk_period 10.6
set clk_io_pct 0.2

create_clock -name clk0 -period $clk_period [get_ports {clk}]

set non_clock_inputs [all_inputs -no_clocks]
set_input_delay [expr $clk_period * $clk_io_pct] -clock clk0 $non_clock_inputs
set_output_delay [expr $clk_period * $clk_io_pct] -clock clk0 [all_outputs]
```

==> flow_metrics.env <==
# implementation run metrics
export IMPL_yosys_stat_cells=108
export IMPL_ioPinCount=5
export IMPL_worstSetupPathType="register to output pin"
export IMPL_clock_sinks=26
export IMPL_htreeDepth=1
export IMPL_path_cells="clkdlybuf4s50_1"
export IMPL_postSynthAreaPerCell_um2=11.65
export IMPL_grt_pass1_vias=726
export IMPL_drt_first_pass_iters=4
export IMPL_synthMostInstantiatedCell="edfxtp_1"
export IMPL_max_freq_mhz=313.6
export IMPL_warning_count=26
export IMPL_timing_rr_start="bounce_count[2]$_SDFFCE_PN0P_"
export IMPL_crit_fanout=1
export IMPL_cp_start_kind="register"
export IMPL_final_cells=216
export IMPL_grt_pass1_wl_mm=3.277
export IMPL_cp_num_buf_inv=1
export IMPL_hpwlAfterDp_mm=1.328
export IMPL_clk_pin_slew_ps=90
export IMPL_placement_cell_area_um2=1404
export IMPL_via_per_inst=3.630
export IMPL_power_share_sequential_pct=56.4
export IMPL_fin_util_pct=18.14
export IMPL_diodes=0
export IMPL_num_rows=33
export IMPL_drcViolationCount=0
export IMPL_post_drt_wl_per_cell_um=8.884
export IMPL_drt_total_wl_mm=1.919
export IMPL_grt_remaining_overflow=0
export IMPL_fp_util_pct=15.47
export IMPL_area_leaders="edfxtp_1 (52%), dfxtp_1 (6.4%), xnor2_1 (4.9%)"
export IMPL_min_path_type="register to register"
export IMPL_chip_area_um2=12320
export IMPL_crit_required_ps=8480
export IMPL_fin_hold_ws_ps=400.4
export IMPL_ys_warn_count=1
export IMPL_leakage_nw=0.4850
export IMPL_clkPwrFrac_pct=27.2
export IMPL_cts_root_buf="clkbuf_8"
export IMPL_clockBufferDepth=2
export IMPL_die_h_um=111
export IMPL_mappedNetlistArea_um2=1259
export IMPL_cp_arrival_ps=1070
export IMPL_common_cells="edfxtp_1 (22), nor2_1 (12), or4_1 (8)"
export IMPL_slew_viol_final=0
export IMPL_rsz0062_at_grt="no"
export IMPL_dp_cells=212
export IMPL_power_frac_comb_pct=16.4
export IMPL_tns_ps=0
export IMPL_fin_crit_ps=3189
export IMPL_gp_congestion=0.8072
export IMPL_track_usage_pct=3.063
export IMPL_cts_resized=0
export IMPL_startpoint="switch_out$_DFFE_PN_"
export IMPL_ff_type="edfxtp_1"
export IMPL_async_flop_share_pct=0
export IMPL_portBuffers=4
export IMPL_cts_buffers=3
export IMPL_fin_ws_ps=7411
export IMPL_status="completed"
export IMPL_crit_slowest_cell="clkdlybuf4s50_1"
export IMPL_crit_path_end_kind="output pin"
export IMPL_p_int_mw=0.2218
export IMPL_finClkSkew_ps=3.533
export IMPL_edf_count=22
export IMPL_rrSetupSlack_ps=7560
export IMPL_finalHoldViolations=0
export IMPL_dp_slack_ps=7588
export IMPL_cts_tree="done"
export IMPL_slowest_delay_ps=470
export IMPL_min_from="switch_shift[0]$_DFF_P_"
export IMPL_slew_headroom_pct=79.95
export IMPL_area_delta_synth_final_pct=17.20
export IMPL_worst_pin_slew_ps=298.0
export IMPL_finalCritPeriodShare_pct=30.09
export IMPL_design_core_area_um2=8134
export IMPL_ys_flops=26
export IMPL_postCtsHoldBufs=0
export IMPL_post_cts_buffers=0
export IMPL_drv_cap=0
export IMPL_swShare_pct=26.14
export IMPL_ys_seq_share_pct=58.85
export IMPL_max_vdd_ir_drop_v=0.00008365
export IMPL_vias=784
export IMPL_synth_cell_types=26
export IMPL_synthCells=108
export IMPL_final_cell_area_um2=1475
export IMPL_yosysTopAreaCell="edfxtp_1"
export IMPL_grt_start_max_net_pins=22
export IMPL_ant_nets=0
export IMPL_ys_area_um2=1259
export IMPL_finalPower_mw=0.3003
export IMPL_p_switching_mw=0.07849
export IMPL_fp_dieW_um=111
export IMPL_path_delay_family="buffers and inverters"
export IMPL_top_cell_area_share_pct=52.49
export IMPL_clock_latency_late_pin_ps=270
export IMPL_drive_gt1_share_pct=9.009
export IMPL_antenna_found_initial=0
export IMPL_p_per_area_nw_per_um2=203.5
export IMPL_drtIter0Drc=108
export IMPL_setup_viol=0
-- worst reg2reg max path, delay by kind of cell, from the launching register on --
family	cells	cell delay, ps
AND/OR/NAND/NOR	4	1900
flip-flops	1	450
buffers and inverters	2	430
-- layer usage --
| metal | vias to the layer above | GRT usage, % | wire length (µm) |
|---|---|---|---|
| met4 | 0 | 0.4340 | 28 |
| met2 | 21 | 4.245 | 760 |
| met3 | 2 | 1.697 | 139 |
| li1 | 402 | - | - |
| met5 | - | 0 | 0 |
| met1 | 359 | 4.178 | 990 |
-- kinds of logic (layout without fill, tap and decap cells) --
group           Yosys count  count (layout)  share of synthesized area (%)
fa+ha+maj                 3               3                          2.982
mux                       1               1                         0.8946
simple gates             45              45                          19.09
compound gates           11              11                          6.262
buf+inv                  11              14                          4.273
flops                    26              26                          58.85
xor+xnor                 11              11                          7.654
-- power groups by stage --
stage / Combinational (mW) / Sequential [mW] / Clock (mW)
global route: 0.0572 / 0.174 / 0.0871
CTS: 0.0496 / 0.170 / 0.0834
finish: 0.0492 / 0.169 / 0.0816
-- sequential cells by signal (all words and copies together) (netlist names) --
name,count
switch_rise,1
switch_out,1
bounce_count,21
switch_fall,1
switch_shift,2
-- cell type report --
cell class                 count  area, µm²
timing repair buffer           5      47.55
fill                         881       6659
tap                          105      131.4
clock buffer                   3      41.29
inverter                       5      20.02
multi-input combinational     71      464.2
clock inverter                 1      30.03
sequential                    26      740.7
-- path summary, 6_finish.rpt --
kind	depth (start not counted)	to
worst max-delay path	1	switch_out
worst max register to register	6	bounce_count[9]$_SDFFCE_PN1P_
worst min-delay path	0	switch_shift[1]$_DFF_P_
worst min register to register	0	switch_shift[1]$_DFF_P_
-- cell usage in the layout, fill, tap and decap left out --
cell type / synthesis / final
edfxtp_1: 22 / 22
nor2_1: 12 / 12
or4_1: 8 / 8
xnor2_1: 7 / 7
nor3_1: 6 / 6
nand2_1: 5 / 5
o31ai_1: 5 / 5
inv_1: 4 / 4
or3_1: 4 / 4
xor2_1: 4 / 4
clkdlybuf4s50_1: 0 / 4
dfxtp_1: 4 / 4
or2_2: 3 / 3
nor4_1: 3 / 3
o21a_1: 3 / 3
ha_1: 3 / 3
clkbuf_8: 0 / 3
and2_1: 2 / 2
nand2b_1: 1 / 1
clkinv_2: 1 / 1
nand3_1: 1 / 1
o311ai_1: 1 / 1
mux2_2: 1 / 1
a21oi_1: 1 / 1
o21ai_0: 1 / 1
bufinv_16: 0 / 1
buf_4: 0 / 1
Power and IR drop assume default switching activity.
